**config.mk**
```make
export PLATFORM = sky130hd
export DESIGN_NAME = ALU
export DESIGN_NICKNAME = ALU
export VERILOG_FILES = /design/flow/design.v
export SDC_FILE = /design/flow/constraint.sdc
export NUM_CORES = 4
export LEC_CHECK = 1
export CORE_UTILIZATION = 30
```
**constraint.sdc**
```tcl
current_design ALU

set clk_period 23.4
set clk_io_pct 0.2

create_clock -name clk0 -period $clk_period

set non_clock_inputs [all_inputs -no_clocks]
set_input_delay [expr $clk_period * $clk_io_pct] -clock clk0 $non_clock_inputs
set_output_delay [expr $clk_period * $clk_io_pct] -clock clk0 [all_outputs]
```
**design.v**
```verilog
module ALU(
    src1_i,
	src2_i,
	ctrl_i,
	shamt_i,
	result_o,
	zero_o
	);
input  [32-1:0]  src1_i;
input  [32-1:0]	 src2_i;
input  [4-1:0]   ctrl_i;
input  [5-1:0]   shamt_i;
output [32-1:0]	 result_o;
output           zero_o;
reg    [32-1:0]  result_o;
reg             zero_o;
always @( * ) begin
	case (ctrl_i)
		0: result_o <= src1_i & src2_i;
		1: result_o <= src1_i | src2_i;						 
		2: result_o <= src1_i + src2_i;
		3: result_o <= src2_i << 16;						 
		6: begin
			result_o <= src1_i - src2_i;
			zero_o <= (result_o == 0) ? 1 : 0;  			 
			end						
		7: result_o <= src1_i < src2_i ? 1 : 0;				 
		8: result_o <= $signed(src2_i) >>> shamt_i;  		 
		9: 	begin
			result_o <= src1_i - src2_i;
			zero_o <= (result_o == 0) ? 0 : 1;  			 
			end
		11: result_o <= $signed(src2_i) >>> src1_i;			 
		12: result_o <= ~(src1_i | src2_i);					 
		15: result_o <= src1_i * src2_i;
		default: result_o <= 0;
	endcase
end
endmodule
```
**run.sh**
```bash
#!/bin/bash
# OpenROAD 26Q1-2900-gdf79404cd8, Yosys 0.63+post, stock flow scripts
make -C /OpenROAD-flow-scripts/flow DESIGN_CONFIG=/design/flow/config.mk WORK_HOME=/design/flow/orfs finish
```
==> results.sh <==
# implementation run metrics
export IMPL_setup_tns_ns=0
export IMPL_holdBufCountCts=0
export IMPL_arrival_ns=14.44
export IMPL_period_minus_slack_ns=19.12
export IMPL_fp_row_count=101
export IMPL_grt_usage_pct=28.5
export IMPL_biggestRegsByFlops="zero_o (1)"
export IMPL_ff_type="dlxtn_1"
export IMPL_grt_overflow=0
export IMPL_synth_flops=1
export IMPL_dp_cells=3962
export IMPL_grt_start_max_net_pins=36
export IMPL_core_area_mm2=0.0758
export IMPL_hold_viol_final=0
export IMPL_post_cts_buffers=0
export IMPL_yosys_warnings=1
export IMPL_lay_top_count="inv_1"
export IMPL_nFillCells=8154
export IMPL_critPathKind="in2out"
export IMPL_synth_distinct_cells=98
export IMPL_drive_gt1_share_pct=5.03
export IMPL_synth_top_cell_by_area="fa_1"
export IMPL_synth_area_per_cell_um2=7.76
export IMPL_crit_top_cell="fa_1"
export IMPL_top_cells_by_area="fa_1, ha_1, inv_1"
export IMPL_setup_viol=0
export IMPL_max_stage_delay_ns=1.00
export IMPL_drc_errors=0
export IMPL_cp_data_required_time_ns=18.72
export IMPL_core_util_floorplan_pct=30.3
export IMPL_max_flop_register="zero_o"
export IMPL_untimed_endpoints=2
export IMPL_startpoint_type="input pin"
export IMPL_p_int_mw=2.62
export IMPL_largest_reg_flops=1
export IMPL_wirelength_um=105000
export IMPL_cp_end_kind="output pin"
export IMPL_slew_headroom_pct=37.3
export IMPL_totalPowerFinal_mw=6.76
export IMPL_rsz0062_at_grt="false"
export IMPL_switching_share_pct=61.2
export IMPL_yosys_area_mm2=0.0230
export IMPL_vias=22100
export IMPL_slowest_stage="clkdlybuf4s50_1"
export IMPL_fmax_mhz=52.3
export IMPL_leakage_nw=11.6
export IMPL_dpl_hpwl_um=83100
export IMPL_areaGrowthSynthToFinish_pct=9.85
export IMPL_die_w_um=279
export IMPL_die_y_um=279
export IMPL_routedWlPerCell_um=26.4
export IMPL_slew_violations=0
export IMPL_async_flop_share_pct=0
export IMPL_top_area_share_pct=35.7
export IMPL_netlist_area_mm2=0.0230
export IMPL_status="complete, no violations"
export IMPL_unclocked_pins=1
export IMPL_tightest_slew_ns=0.917
export IMPL_antenna_found_initial=3
export IMPL_grt_pass1_wl_um=155000
export IMPL_finalClockPeriodUsage_pct=81.7
export IMPL_register_area_um2=15.0
export IMPL_post_cts_resized=0
export IMPL_die_area_mm2=0.0777
export IMPL_drv_cap=0
export IMPL_drt_iter0_drc=1983
export IMPL_powerDensity_mw_per_mm2=268
export IMPL_mostFrequentLayoutCells="inv_1, nor2_1, fa_1, nand2_1, ha_1"
export IMPL_warning_count=96
export IMPL_comb_area_mm2=0.0204
export IMPL_place_gp_congestion=1.04
export IMPL_edf_count=0
export IMPL_instances_no_fill=3963
export IMPL_hold_class="in2out"
export IMPL_power_switching_mw=4.14
export IMPL_io_pins=106
export IMPL_syn_instance_count=2963
export IMPL_firstDrtPassIters=6
export IMPL_portBuffers=106
export IMPL_peakVddDrop_mv=0.463
export IMPL_grt_pass1_vias=22500
export IMPL_ant_nets=0
export IMPL_crit_fanout=12
export IMPL_vias_per_cell=5.56
export IMPL_yosys_cells=2963
[cell families (layout without fill, tap and decap cells)]
| family | count (synthesis) | in the layout | synth area share [%] |
|---|---|---|---|
| latches | 1 | 1 | 0.0653 |
| AND/OR/NAND/NOR | 949 | 949 | 17.7 |
| adder cells (fa/ha/maj) | 629 | 629 | 47.6 |
| buffers and inverters | 665 | 686 | 11.2 |
| multiplexers | 61 | 61 | 3.08 |
| other | 0 | 1 | 0 |
| XOR/XNOR | 98 | 98 | 3.73 |
| AND-OR/OR-AND | 560 | 560 | 16.6 |
[cell type report]
class                   instances  area share [%]
well taps                     978            4.85
inverters                     488            7.26
diodes                          1         0.00991
repair buffers                198            6.94
flip-flops and latches          1          0.0595
multi-input cells            2297            80.9
[routing by layer]
metal / part of all wire, % / vias to the layer above / track usage [%]
li1: - / 9694 / -
met1: 40 / 10900 / 38.7
met2: 44 / 1249 / 42.4
met3: 13 / 208 / 11.7
met4: 3.8 / 0 / 7.92
met5: 0 / - / 0.563
[stage by stage]
stage	area, µm²	util [%]	worst slack, ns	hold slack [ns]
2_1_floorplan	23000	-	6.98	9.50
3_3_place_gp	25200	33.3	4.52	10.64
3_5_place_dp	25200	33.3	4.46	10.65
4_1_cts	25200	33.3	4.41	10.65
6_report	25200	33.3	4.28	10.64
5_1_grt	25200	33.3	3.85	10.68
[cell usage after synthesis, drive strengths merged (8+ instances only)]
cell type and n:
o311ai 11, o221ai 16, buf 50, nor2 416, nand3 32, and2 9
a211oi 28, a2111oi 11, o21bai 10, xor2 25, o22ai 13, nand4 11
a31oi 18, a221oi 27, o211ai 24, a221o 11, nor4 18, or3 11
a21oi 121, nor3 50, mux2i 54, ha 219, a22oi 26, o31ai 13
clkinv 12, nor2b 14, xnor2 73, nand2b 21, fa 410, o21ai 133
and3 8, inv 476, a21o 12, nand2 329, o2111ai 13, clkbuf 127
[final timing paths]
| path | cells after the start | to | start |
|---|---|---|---|
| worst min-delay path | 5 | result_o[0] | src1_i[31] |
| worst max-delay path | 29 | result_o[31] | src1_i[16] |
[power by group through the flow]
stage,combinational (mW),sequential [mW],clock [mW]
after global routing,7.38,0.000111,0
after CTS,6.66,0.000111,0
[critical path: cells and delay by family]
family          cells  cell delay, ns
buf+inv             7            2.33
fa+ha+maj           9            4.20
xor+xnor            1            0.15
compound gates     10            2.72
simple gates        2            0.34
