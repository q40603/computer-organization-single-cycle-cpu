===== flow/run.sh =====
#!/bin/bash
# OpenROAD 26Q1-2900-gdf79404cd8, Yosys 0.63+post, stock flow scripts
make -C /OpenROAD-flow-scripts/flow DESIGN_CONFIG=/design/flow/config.mk WORK_HOME=/design/flow/orfs finish

===== flow/config.mk =====
export PLATFORM = sky130hd
export DESIGN_NAME = Adder
export DESIGN_NICKNAME = Adder
export VERILOG_FILES = /design/flow/design.v
export SDC_FILE = /design/flow/constraint.sdc
export NUM_CORES = 4
export LEC_CHECK = 1
export CORE_AREA = 10 10 107 107
export DIE_AREA = 0 0 117 117

===== flow/constraint.sdc =====
current_design Adder

set clk_period 24.1
set clk_io_pct 0.2

create_clock -name clk0 -period $clk_period

set non_clock_inputs [all_inputs -no_clocks]
set_input_delay [expr $clk_period * $clk_io_pct] -clock clk0 $non_clock_inputs
set_output_delay [expr $clk_period * $clk_io_pct] -clock clk0 [all_outputs]

===== flow/design.v =====
module Adder(
    src1_i,
	src2_i,
	sum_o
	);
input  [32-1:0]  src1_i;
input  [32-1:0]	 src2_i;
output [32-1:0]	 sum_o;
wire    [32-1:0]	 sum_o;
assign	sum_o = src1_i + src2_i;
endmodule

==> results.py <==
# Flow results
metrics = {
    "layout": {
        "most_common_cell_after_layout_fill_and_taps_aside": "sky130_fd_sc_hd__clkdlybuf4s50_1",
        "design.seq.count": 0,
        "area_of_the_multi_input_gates_um2": 1680,
        "final_cell_area_um2": 2800,
        "layout_utilization": 0.304,
        "mostFrequentLayoutCells": "sky130_fd_sc_hd__clkdlybuf4s50_1 (96), sky130_fd_sc_hd__ha_1 (31), sky130_fd_sc_hd__a21oi_1 (29), sky130_fd_sc_hd__a21o_1 (19), sky130_fd_sc_hd__nand2_1 (18)",
        "number_of_filler_cells_placed_in_the_layout": 993,
        "synthToLayoutAreaGrowth_pct": 60.5,
        "area.sequential_um2": 0,
        "post_route_cells_drive_above_1_share": 0.0307,
        "clock_buffer_count": 0,
    },
    "floorplanning": {
        "floorplan.initialDensity": 0.190,
        "io_pins": 96,
        "chipWidth_um": 117,
        "floorplan_core_area_um2": 9200,
        "rows": 35,
        "dieHeight_um": 117,
        "fp.dieArea_um2": 13700,
    },
    "pwr": {
        "power_density_nw_per_um2": 29.1,
        "p_total_uw": 81.6,
        "p_leak_uw": 0.00118,
        "peak_supply_drop_uv": 14.6,
    },
    "critical_path": {
        "critPathCaptureType": "output port",
        "startpoint_type_of_the_worst_setup_path": "input port",
        "worst-endpoint-required_ns": 19.28,
        "crit_path_max_fanout": 4,
        "critical_path_arrival_ns": 7.82,
        "worst-setup-path-type": "input port to output port",
    },
    "route": {
        "dr.pass1.iters": 4,
        "drt_iter0_markers": 85,
        "drc": 0,
        "detailroute.via_count": 2125,
        "drt.antenna.violating_nets": 0,
        "route.detailed.vias_per_inst": 4.86,
        "routed_wirelength_um": 6360,
        "insertedDiodeCount": 0,
        "avgRoutedWirePerCell_um": 14.5,
    },
    "global_route": {
        "first_global_vias": 2103,
        "antenna_found_initial": 0,
        "grt_max_degree": 11,
        "grt_first_pass_wirelength_um": 10100,
        "track_usage": 0.0888,
        "overflow_after_grt": 0,
    },
    "hold_path": {
        "worst_hold_path_type": "input port to output port",
    },
    "timing": {
        "slew_violations": 0,
        "finalCriticalPeriod_ns": 12.64,
        "grt_setup_unrepaired": "false",
        "fmax_mhz": 79.1,
        "max_slew.worst_pin.slew_ns": 0.557,
        "final.setup.tns_ns": 0,
        "setup_viol_count_final": 0,
        "finalHoldViolations": 0,
        "hold_slack_ns": 10.67,
        "min_period_over_period": 0.525,
        "slew-limit-headroom": 0.619,
    },
    "placement": {
        "port_buffers": 96,
        "placed_cell_area_um2": 2800,
        "gp_congestion": 0.828,
        "post-dp-hpwl_um": 5590,
    },
    "synthesis": {
        "fa_ha_maj_cells_area_fraction": 0.234,
        "mean_post_synth_cell_area_um2": 7.24,
        "share_of_the_yosys_chip_area_belonging_to_registers": 0,
        "ys_area_um2": 1740,
        "synthesis.yosys.warnings": 0,
        "synth-simple-area-share": 0.183,
        "synth.area.mux_share": 0.0115,
        "post_synth_instance_area_um2": 1740,
        "synth.distinct_cells": 50,
        "post_synth_ao_oa_area_fraction": 0.393,
        "netlist_logic_family_top": "AND-OR/OR-AND gates",
        "synth-xor-area-share": 0.141,
        "synth.yosys.num_cells": 241,
        "synthCells": 241,
    },
    "status": {
        "outcome": "finished clean",
    },
    "job": {
        "max-cap-violations": 0,
        "log.warning_count": 32,
    },
    "clocking": {
        "post_cts_resized": 0,
        "cts.hold.buffers_added": 0,
        "cts.repair_timing.setup_buffer_count": 0,
    },
}
==> cell type report <==
class              instances  share of cell area
inverters                  6             0.00804
repair buffers            96               0.343
multi-input cells        224               0.599
well taps                111              0.0496
==> cells by family (layout without fill, tap and decap cells) <==
group | Yosys count | in the layout
xor gates and xnor gates | 28 | 28
muxes | 2 | 2
buffers and inverters | 17 | 102
AOI/OAI and AO/OA | 97 | 97
adders and majority gates | 32 | 32
and+or+nand+nor | 65 | 65
==> final timing paths <==
path,start,cells after the start,end
worst max-delay path,src1_i[0],11,sum_o[26]
worst min-delay path,src2_i[0],3,sum_o[0]
==> report_power, final <==
group / internal (uW) / leakage [uW] / switching (uW) / total, uW
Clock: 0 / 0 / 0 / 0
Sequential: 0 / 0 / 0 / 0
Combinational: 48.4 / 0.00118 / 33.1 / 81.6
Total: 48.4 / 0.00118 / 33.1 / 81.6
==> worst max-delay path, stage by stage <==
cell                              delay, ns
sky130_fd_sc_hd__clkdlybuf4s50_1       0.41
sky130_fd_sc_hd__ha_1                  0.24
sky130_fd_sc_hd__fa_1                  0.40
sky130_fd_sc_hd__a21o_1                0.22
sky130_fd_sc_hd__a31o_2                0.28
sky130_fd_sc_hd__nand3_1               0.09
sky130_fd_sc_hd__o221ai_1              0.24
sky130_fd_sc_hd__a311oi_1              0.37
sky130_fd_sc_hd__o21bai_1              0.11
sky130_fd_sc_hd__xor2_1                0.14
sky130_fd_sc_hd__clkdlybuf4s50_1       0.50
==> per-layer routing <==
| metal | vias to the layer above | GRT usage | part of all wire |
|---|---|---|---|
| li1 | 1098 | - | - |
| met1 | 961 | 0.112 | 0.44 |
| met2 | 66 | 0.153 | 0.45 |
| met3 | 0 | 0.0289 | 0.11 |
| met4 | 0 | 0 | 0 |
| met5 | - | 0 | 0 |
==> synth_stat cells (2+ instances only) <==
master	n	area, um^2
sky130_fd_sc_hd__o21a_1	2	15.0
sky130_fd_sc_hd__mux2i_1	2	20.0
sky130_fd_sc_hd__nor3_1	4	20.0
sky130_fd_sc_hd__o21ai_0	13	65.1
sky130_fd_sc_hd__a21oi_1	29	145
sky130_fd_sc_hd__a311oi_1	2	17.5
sky130_fd_sc_hd__o21bai_1	4	30.0
sky130_fd_sc_hd__nor2_1	12	45.0
sky130_fd_sc_hd__xnor2_1	13	114
sky130_fd_sc_hd__a21o_1	19	143
sky130_fd_sc_hd__xor2_1	15	131
sky130_fd_sc_hd__buf_2	2	10.0
sky130_fd_sc_hd__o221ai_1	2	17.5
sky130_fd_sc_hd__ha_1	31	388
sky130_fd_sc_hd__a31oi_1	3	18.8
sky130_fd_sc_hd__clkbuf_1	8	30.0
sky130_fd_sc_hd__o211ai_1	3	22.5
sky130_fd_sc_hd__nand4_1	8	50.1
sky130_fd_sc_hd__a211oi_1	3	22.5
sky130_fd_sc_hd__or2_2	3	18.8
sky130_fd_sc_hd__nand3_1	10	50.1
sky130_fd_sc_hd__nand2b_1	2	12.5
sky130_fd_sc_hd__inv_1	6	22.5
sky130_fd_sc_hd__nand2_1	18	67.6
sky130_fd_sc_hd__o311ai_1	2	17.5
==> metrics by stage <==
stage               std cells  worst slack (ns)
floorplan                 241             12.63
detailed placement        437             11.45
finish                    437             11.46
CTS                       437             11.44
global route              437             11.29
global placement          437             11.48
No activity file was given, so power comes from the tool's default toggle rates.
